<file path="design.v">
`timescale 1ns / 1ns
module MUX_2
        (
            input [31:0]d0,
				input [31:0]d1,
            input s,             
            output reg [31:0]dout        
        );
        always @(s)begin
				if(s)
					dout = d1;
				else
					dout = d0;
		  end
endmodule
module MUX_3_1
        (
            input [31:0]d0,
				input [31:0]d1,
            input [31:0]d2,
            input [1:0] s,      			 
            output reg [31:0]dout        
        );
        always @(s) begin
            case(s)
                2'b00:
                begin
                    dout = d0;
                end
                2'b01:
                begin
                    dout = d1;
                end
                2'b10:
                begin
                    dout = d2;
                end
                default:
                    dout = 1'bz;
            endcase
        end
endmodule
module MUX_3_2
        (
            input [4:0]d0,
				input [4:0]d1,
            input [4:0]d2,
            input [1:0] s,      			 
            output reg [4:0]dout        
        );
        always @(s) begin
            case(s)
                2'b00:
                begin
                    dout = d0;
                end
                2'b01:
                begin
                    dout = d1;
                end
                2'b10:
                begin
                    dout = d2;
                end
                default:
                    dout = 1'bz;
            endcase
        end
endmodule
module MUX_4
        (
            input [31:0]d0,input [31:0]d1,
            input [31:0]d2,input [31:0]d3,
            input [1:0] s,       
            output reg [31:0]dout       
        );
        always @(s) begin
            case(s)
                2'b00:
                begin
                    dout = d0;
                end
                2'b01:
                begin
                    dout = d1;
                end
                2'b10:
                begin
                    dout = d2;
                end
                2'b11:
                begin
                    dout = d3;
                end
                default:
                    dout = 1'bz;
            endcase
        end
endmodule
</file>
<file path="run.sh">
#!/bin/bash
# OpenROAD 26Q1-2900-gdf79404cd8, Yosys 0.63+post, stock flow scripts
make -C /OpenROAD-flow-scripts/flow DESIGN_CONFIG=/design/flow/config.mk WORK_HOME=/design/flow/orfs finish
</file>
<file path="config.mk">
export PLATFORM = sky130hd
export DESIGN_NAME = MUX_4
export DESIGN_NICKNAME = MUX_4
export VERILOG_FILES = /design/flow/design.v
export SDC_FILE = /design/flow/constraint.sdc
export NUM_CORES = 4
export LEC_CHECK = 1
export CORE_AREA = 10 10 84 84
export DIE_AREA = 0 0 94 94
</file>
<file path="constraint.sdc">
current_design MUX_4

set clk_period 1.5
set clk_io_pct 0.2

create_clock -name clk0 -period $clk_period

set non_clock_inputs [all_inputs -no_clocks]
set_input_delay [expr $clk_period * $clk_io_pct] -clock clk0 $non_clock_inputs
set_output_delay [expr $clk_period * $clk_io_pct] -clock clk0 [all_outputs]
</file>
==> reports/metrics.yaml <==
power_and_ir_drop:
  ir_drop_mv: 0.1251
  power_per_cell_area_nw_per_um2: 241.5
  power_leakage_uw: 0.001111
yosys:
  post_synth.cell_area_avg_um2: 20.89
  ys.warnings.count: 4
  synth_sequential_area_ratio_pct: 0
  yosys.stat.chipArea_um2: 814.5
  post_synth_num_cell_types: 5
  netlist_instances: 39
  mappedNetlistArea_um2: 814.5
  yosysCellCount: 39
worst_setup_path:
  crit_path_frequent_cell: "sky130_fd_sc_hd__buf_16"
  required_ns: 1.20
  worstSetupStartpoint: "s[0]"
  slowest_delay_ns: 0.50
  worstPathMaxFanout: 6
  setup.worst_path.end_class: "output port"
  crit_chain: "buf_16 -> buf_16 -> mux4_2 -> buf_2"
  setup.worst_path.class: "in2out"
  slowest_stage: "sky130_fd_sc_hd__mux4_2"
  timing.critical_path.buf_inv: 3
  worstPathArrival_ns: 1.20
  critical-path-top-delay-family: "multiplexers"
  start_kind: "input port"
route:
  wl_per_cell_um: 21.75
  dr.first_iter.drc_count: 32
  totalWireLength_um: 5915
  drt.antenna.violating_nets: 0
  drtPass1Iterations: 2
  insertedDiodeCount: 0
  drcViolationCount: 0
  num_vias: 1198
  drt-vias-per-instance: 4.404
floorplanning:
  core_region_area_um2: 5205
  die.size.x_um: 94
  io-pin-count: 162
  floorplan.die_area_um2: 8836
  floorplan.initialDensity_pct: 15.65
  std_cell_rows: 26
  die.size.y_um: 94
final_timing:
  achievable-frequency_ghz: 0.6665
  timing.final.crit_period_ns: 1.500
  finalMaxSlewViolations: 0
  finalClockPeriodUsage_pct: 100.0
  worstMarginPinSlew_ns: 0.1523
  hold_viol_final: 0
  timing.final.setup_violations: 1
  postLayoutSetupSlackWorst_ns: -0.0004383
  grt_setup_unrepaired: "true"
  timing.slew.headroom_pct: 89.92
finish:
  design.seq.count: 0
  fillerInstances: 540
  design_area_um2: 2320
  finish.utilization_pct: 44.57
  flop_area_um2: 0
  mostFrequentLayoutCells: "sky130_fd_sc_hd__dlygate4sd2_1 (128), sky130_fd_sc_hd__buf_2 (33), sky130_fd_sc_hd__mux4_2 (32)"
  areaGrowthSynthToFinish_pct: 184.8
  layout.area.comb_um2: 720.7
  layout-drive-gt1-share_pct: 36.63
  layout_top_cell_excl_fill_tap: "sky130_fd_sc_hd__dlygate4sd2_1"
  clock_buffers: 0
place:
  placedInstanceArea_um2: 2492
  dp_worst_setup_slack_ns: -0.6143
  place.port_buffers: 162
  gp_congestion: 0.8283
  hpwlAfterDp_um: 5064
run_status:
  violations: "setup timing"
  run_status: "finished with violations"
flow_run:
  log.warning_count: 34
  drv.max_cap_violation_count: 0
global_routing:
  grt_max_degree: 17
  global_route.peak_usage_layer: "met2"
  global_route_wire_length_before_repair_um: 8852
  grt_use_total_pct: 13.31
  grt_antenna_before_repair: 0
  grt_util_met1_pct: 15.89
  global_route.usage.met2_pct: 23.33
  globalRoute.totalOverflow: 0
  grt_use_met3_pct: 5.331
  first_global_vias: 1401
min_path:
  hold_path_class: "in2out"
  hold_path_start: "d0[13]"
clock_tree:
  hold_buffers: 0
[final timing paths]
| kind | end | depth (start not counted) |
|---|---|---|
| setup / recovery | dout[1] | 4 |
| hold / removal | dout[13] | 3 |
[cells by family (layout without fill, tap and decap cells)]
family | Yosys count | count (layout) | share of synthesized area [%]
buffers and inverters | 7 | 170 | 10.60
muxes | 32 | 32 | 89.40
[cell usage after synthesis]
master	count	share of area [%]
sky130_fd_sc_hd__buf_12	3	7.4
sky130_fd_sc_hd__buf_2	3	1.8
sky130_fd_sc_hd__buf_6	1	1.4
sky130_fd_sc_hd__mux4_1	2	6.5
sky130_fd_sc_hd__mux4_2	30	83
[power by group]
part / internal [uW] / switching (uW)
Combinational: 416 / 144
Sequential: 0 / 0
Clock: 0 / 0
[stage by stage]
stage	setup TNS [ns]	cells	hold slack (ns)	total power, uW
after floorplan	0	39	0.6864	188.5
after global placement	-18.78	267	1.604	721.1
after detailed placement	-18.71	267	1.594	721.9
after CTS	-0.005433	272	1.087	575.9
after global routing	-0.4836	272	1.100	610.1
final	-0.0004383	272	1.081	560.3
[worst min-delay path, delay by kind of cell]
kind	cells	cell delay, ns
buf+inv	2	0.27
mux	1	0.21
[final cells by class]
class,count,share of cell area (%)
timing repair buffer,170,65.16
tap,70,3.776
multi-input combinational,32,31.07
[routing by layer]
layer  vias up  wire length (um)
li1        538                 -
met1       562              2189
met2        96              3030
met3         2               680
met4         0                14
met5         -                 0
[repair_timing]
| item | 4_1_cts | 5_1_grt |
|---|---|---|
| gates resized | 248 | 0 |
| endpoints found under the setup margin | 32 | 31 |
| setup buffers | 0 | 0 |
| cloned | 5 | 0 |
No activity file was given, so power comes from the tool's default toggle rates.
